===== flow/run.sh =====
#!/bin/bash
# OpenROAD 26Q1-2900-gdf79404cd8, Yosys 0.63+post, stock flow scripts
make -C /OpenROAD-flow-scripts/flow DESIGN_CONFIG=/design/flow/config.mk WORK_HOME=/design/flow/orfs finish

===== flow/config.mk =====
export PLATFORM = sky130hd
export DESIGN_NAME = mux_switch
export DESIGN_NICKNAME = mux_switch
export VERILOG_FILES = /design/flow/design.v
export SDC_FILE = /design/flow/constraint.sdc
export NUM_CORES = 4
export LEC_CHECK = 1
export CORE_AREA = 10 10 133 133
export DIE_AREA = 0 0 143 143

===== flow/constraint.sdc =====
current_design mux_switch

set clk_period 5.8
set clk_io_pct 0.2

create_clock -name clk0 -period $clk_period

set non_clock_inputs [all_inputs -no_clocks]
set_input_delay [expr $clk_period * $clk_io_pct] -clock clk0 $non_clock_inputs
set_output_delay [expr $clk_period * $clk_io_pct] -clock clk0 [all_outputs]

===== flow/design.v =====
`default_nettype none
`timescale 1 ns / 1 ps
module mux_switch #(
                    parameter                  NSLAVES    = 4,
                    parameter [NSLAVES*32-1:0] BASE_ADDR  = 0,
                    parameter [NSLAVES*5-1:0]  ADDR_WIDTH = 0
                    )(
                      input wire [31:0]           master_addr,
                      input wire [31:0]           master_wdata,
                      input wire [3:0]            master_sel,
                      input wire                  master_we,
                      input wire                  master_cyc,
                      input wire                  master_stb,
                      input wire [2:0]            master_cti,
                      input wire [1:0]            master_bte,
                      output wire [31:0]          master_rdata,
                      output wire                 master_ack,
                      output wire                 master_err,
                      output wire [31:0]          slave_addr,
                      output wire [31:0]          slave_wdata,
                      output wire [3:0]           slave_sel,
                      output wire                 slave_we,
                      output wire [NSLAVES-1:0]   slave_cyc,
                      output wire [NSLAVES-1:0]   slave_stb,
                      output wire [2:0]           slave_cti,
                      output wire [1:0]           slave_bte,
                      input wire [NSLAVES*32-1:0] slave_rdata,
                      input wire [NSLAVES-1:0]    slave_ack,
                      input wire [NSLAVES-1:0]    slave_err
                      );
    localparam NBITSLAVE = clog2(NSLAVES);
    reg [NBITSLAVE-1:0] slave_select;
    wire [NSLAVES-1:0]  match;
    generate
        genvar i;
        for (i = 0; i < NSLAVES; i = i + 1) begin:addr_match
            localparam idx = ADDR_WIDTH[i*5+:5];
            assign match[i] = master_addr[31:idx] == BASE_ADDR[i*32+idx+:32-idx];
        end
    endgenerate
    always @(*) begin
        slave_select = 0;
        begin: slave_match
            integer idx;
            for (idx = 0; idx < NSLAVES; idx = idx + 1) begin : find_slave
                if (match[idx]) slave_select = idx[NBITSLAVE-1:0];
            end
        end
    end
    assign slave_addr   = master_addr;
    assign slave_wdata  = master_wdata;
    assign slave_sel    = master_sel;
    assign slave_we     = master_we;
    assign slave_cyc    = match & {NSLAVES{master_cyc}};
    assign slave_stb    = match & {NSLAVES{master_stb}};
    assign slave_cti    = master_cti;
    assign slave_bte    = master_bte;
    assign master_rdata = slave_rdata[slave_select*32+:32];
    assign master_ack   = slave_ack[slave_select];
    assign master_err   = slave_err[slave_select];
    function integer clog2;
        input integer value;
        begin
            value = value - 1;
            for (clog2 = 0; value > 0; clog2 = clog2 + 1)
              value = value >> 1;
        end
    endfunction
endmodule  
`default_nettype wire

==> results_tabular.tex <==
% Implementation results table
\begin{tabular}{lr}
\hline
Metric & Value \\
\hline
\multicolumn{2}{l}{\textbf{Min path}} \\
\quad Hold Path Class & primary input to output port \\
\quad HP Start & master\_bte[0] \\
\quad Hold Path Cell Cnt & 0 \\
\multicolumn{2}{l}{\textbf{Yosys}} \\
\quad Max-area cell share & 53.9\% \\
\quad Synth top area cells & sky130\_fd\_sc\_hd\_\_buf\_4 54\%, sky130\_fd\_sc\_hd\_\_mux2\_2 32\%, sky130\_fd\_sc\_hd\_\_nor4\_1 4.5\% \\
\quad Library cell occupying the most area in the post-synthesis netlist & sky130\_fd\_sc\_hd\_\_buf\_4 \\
\quad Number of unique standard cell types used by synthesis & 8 \\
\quad Gate count after technology mapping & between 100 and 150 \\
\quad Fraction of the yosys area taken by sequential cells & 0\% \\
\quad Mean instance size in the synthesized netlist & $\sim$8.6 sq um \\
\quad Yosys synthesis warning count & 1 \\
\quad Cells in synth\_stat.txt & approximately 130 \\
\quad Post-synthesis cell area & 1110 sq um \\
\quad Yosys chip area & 1110 sq um \\
\multicolumn{2}{l}{\textbf{Drt}} \\
\quad Number of optimization iterations in the first detailed-route pass & 4 \\
\quad Via-to-Cell Ratio & 2.87 \\
\quad Residual DRC count & 0 \\
\quad Post-detailed-route wirelength per cell & 15.2 um \\
\quad DRC marker count from the first detailed-route iteration & 34 \\
\quad Total wire length & 6210 um \\
\quad Number of antenna diodes & 0 \\
\quad Via count of the routed design & about 1,200 \\
\quad Post-route ant nets & 0 \\
\multicolumn{2}{l}{\textbf{Place}} \\
\quad Port bufs & roughly 180 \\
\quad Placer's final routability congestion estimate & approximately 0.85 \\
\quad DPL Wire Length & roughly 5700 um \\
\quad Placement Cell Area & approximately 2500 sq um \\
\multicolumn{2}{l}{\textbf{Final timing}} \\
\quad Hold WS & about 2.3 ns \\
\quad Final Critical Period & approximately 5 ns \\
\quad Maximum clock frequency & around 200 MHz \\
\quad Post-route clock period utilization & between 80\% and 90\% \\
\quad Accumulated negative setup slack & 0 ns \\
\quad Unrepaired setup endpoints after global routing & no \\
\quad Number of setup violations in the final report & 0 \\
\quad Number of endpoints with negative hold slack in the final report & 0 \\
\quad Max transition margin & between 50\% and 60\% \\
\quad Worst Tran Pin Value & between 0.6 and 0.7 ns \\
\quad Max-slew violation count & 0 \\
\multicolumn{2}{l}{\textbf{Critical path}} \\
\quad Critical setup path kind & primary input to output port \\
\quad Data required time at the worst endpoint & 4.64 ns \\
\quad Data arrival time of the critical path & around 3.8 ns \\
\quad Element type at the critical path start & primary input \\
\quad Crit. End Element & output port \\
\quad CP Launch Point & master\_addr[11] \\
\quad Largest driver fanout on the critical path & 23 \\
\multicolumn{2}{l}{\textbf{Layout}} \\
\quad Synth-to-Final Area Change & 122\% \\
\quad Most frequent logic cells in the routed design & 176 x sky130\_fd\_sc\_hd\_\_clkdlybuf4s50\_1, 32 x sky130\_fd\_sc\_hd\_\_mux2\_2, 8 x sky130\_fd\_sc\_hd\_\_nor4\_1 \\
\quad Seq. cell area & 0 sq um \\
\quad Most frequent standard cell in the layout excluding fill and tap cells & sky130\_fd\_sc\_hd\_\_clkdlybuf4s50\_1 \\
\quad Num sequential & 0 \\
\quad Clock buf count & 0 \\
\quad Final cell area excluding filler cells & about 2500 sq um \\
\quad Share of final-layout standard cells stronger than drive strength 1 & 15.6\% \\
\multicolumn{2}{l}{\textbf{GRT}} \\
\quad Number of global-route vias before repair & $\sim$1,400 \\
\quad Antenna violations before repair & 0 \\
\quad Pin count of the biggest net entering global routing & 24 \\
\quad First-pass GRT wire length & 8340 um \\
\quad All-Layer GR Usage & 5.26\% \\
\quad Overall overflow remaining after global route & 0 \\
\multicolumn{2}{l}{\textbf{Status}} \\
\quad Outcome & completed \\
\multicolumn{2}{l}{\textbf{Floorplanning}} \\
\quad Effective utilization at floorplan & roughly 7.6\% \\
\quad Area of the chip & 20,400 sq um \\
\quad Vertical die size & $\sim$140 um \\
\quad Core Area & $\sim$15,000 sq um \\
\quad Standard-cell row count & around 44 \\
\quad Die outline width & about 140 um \\
\quad I/O pin count & $\sim$330 \\
\multicolumn{2}{l}{\textbf{Pwr}} \\
\quad Power per standard cell area & about 52 nW/um\^{}2 \\
\quad Final Power & about 0.13 mW \\
\quad Leakage & 0.827 nW \\
\quad Maximum VDD drop & 15.9 uV \\
\multicolumn{2}{l}{\textbf{Job}} \\
\quad Number of logged tool warnings & roughly 100 \\
\quad Number of max-capacitance violations reported & 0 \\
\multicolumn{2}{l}{\textbf{CTS}} \\
\quad Post CTS Setup Buffer Count & 0 \\
\quad Number of buffers inserted by hold repair at cts & 0 \\
\quad Resized cells post-CTS & 0 \\
\hline
\end{tabular}
==> critical path, stage by stage <==
cell	delay (ns)
sky130_fd_sc_hd__clkdlybuf4s50_1	0.43
sky130_fd_sc_hd__nor4_1	0.35
sky130_fd_sc_hd__nand4_1	0.24
sky130_fd_sc_hd__nor2_4	0.57
sky130_fd_sc_hd__buf_4	0.29
sky130_fd_sc_hd__mux2_2	0.34
sky130_fd_sc_hd__clkdlybuf4s50_1	0.42
==> final timing paths <==
path,endpoint,slack (ns)
worst min-delay path,slave_bte[0],2.32
worst max-delay path,master_rdata[30],0.80
==> logic make-up after synthesis <==
family	synth area share, %
muxes	34.3
buffers and inverters	57.9
and+or+nand+nor	7.74
==> cells in the mapped netlist <==
master,n
sky130_fd_sc_hd__and2_1,2
sky130_fd_sc_hd__buf_4,80
sky130_fd_sc_hd__buf_8,3
sky130_fd_sc_hd__mux2_1,2
sky130_fd_sc_hd__mux2_2,32
sky130_fd_sc_hd__nand4_1,2
sky130_fd_sc_hd__nor2_4,1
sky130_fd_sc_hd__nor4_1,8
==> power breakdown <==
part | internal (mW) | switching [mW]
clock network | 0 | 0
registers | 0 | 0
logic | 0.106 | 0.0231
total | 0.106 | 0.0231
==> through the flow <==
step           cells  setup WS (ns)  util [%]
3_5_place_dp     409          0.714      16.8
5_1_grt          409          0.572      16.8
3_3_place_gp     409          0.767      16.8
2_1_floorplan    130           2.31         -
6_report         409          0.804      16.8
4_1_cts          409          0.715      16.8
==> layout make-up <==
class              count  area (sq um)
fillers             1584         12200
well taps            184           230
repair buffers       178          1780
multi-input cells     47           469
==> routing by layer <==
| metal | part of all wire (%) | wire (um) | up-vias | track usage, % |
|---|---|---|---|---|
| li1 | - | - | 555 | - |
| met1 | 35 | 2160 | 517 | 5.91 |
| met2 | 51 | 3160 | 96 | 9.16 |
| met3 | 14 | 865 | 6 | 2.59 |
| met4 | 0.26 | 16 | 0 | 0.271 |
| met5 | 0 | 0 | - | 0 |
Power is estimated from default activity; no workload was simulated.
